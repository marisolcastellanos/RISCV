==> flow/design.v <==
module regfile(input  logic        clk, 
               input  logic        we3, 
               input  logic [ 4:0] a1, a2, a3, 
               input  logic [31:0] wd3, 
               output logic [31:0] rd1, rd2);
  logic [31:0] rf[31:0];
  always_ff @(posedge clk)
    if(we3)
      rf[a3]<=wd3;
  assign rd1 = (a1!=0)?rf[a1]:0;
  assign rd2 = (a2!=0)?rf[a2]:0;
endmodule
==> flow/run.sh <==
#!/bin/bash
# OpenROAD 26Q1-2900-gdf79404cd8, Yosys 0.63+post, stock flow scripts
make -C /OpenROAD-flow-scripts/flow DESIGN_CONFIG=/design/flow/config.mk WORK_HOME=/design/flow/orfs finish
==> flow/config.mk <==
export PLATFORM = sky130hd
export DESIGN_NAME = regfile
export DESIGN_NICKNAME = regfile
export VERILOG_FILES = /design/flow/design.v
export SDC_FILE = /design/flow/constraint.sdc
export NUM_CORES = 4
export LEC_CHECK = 1
export CORE_UTILIZATION = 30
==> flow/constraint.sdc <==
current_design regfile

set clk_period 9.9
set clk_io_pct 0.2

create_clock -name clk0 -period $clk_period [get_ports {clk}]

set non_clock_inputs [all_inputs -no_clocks]
set_input_delay [expr $clk_period * $clk_io_pct] -clock clk0 $non_clock_inputs
set_output_delay [expr $clk_period * $clk_io_pct] -clock clk0 [all_outputs]
==> flow_metrics.env <==
# physical design summary
export IMPL_outcome="finished clean"
export IMPL_gp_congestion=0.896
export IMPL_power_frac_comb_pct=9.4
export IMPL_synth_warnings=1
export IMPL_io_buffers=112
export IMPL_drc_errors=0
export IMPL_path_clk_slew_ps=60
export IMPL_fin_tns_setup_ps=0
export IMPL_power_uw=9370
export IMPL_min_delay_start="wd3[2]"
export IMPL_syn_cell_area_um2=47000
export IMPL_cts_buffers=103
export IMPL_first_pass_iters=5
export IMPL_crit_required_ps=7920
export IMPL_grt_max_degree=87
export IMPL_num_rows=144
export IMPL_avgRoutedWirePerCell_um=31.2
export IMPL_cts_repair_resized=0
export IMPL_largest_reg_flops=1024
export IMPL_overflow=0
export IMPL_tritoncts="built"
export IMPL_setup_worst_path_start="a2[1]"
export IMPL_finalInstanceArea_um2=54300
export IMPL_finalHoldViolCount=0
export IMPL_p_switching_uw=2140
export IMPL_tool_warnings=26
export IMPL_top_area_share_pct=65.5
export IMPL_hpwl_um=87800
export IMPL_syn_inst=2400
export IMPL_min_period_ps=8340
export IMPL_placedCellCount=4504
export IMPL_p_leak_uw=0.0171
export IMPL_rsz0062_at_grt="false"
export IMPL_vias=26400
export IMPL_synth_main_ff_cell="edfxtp_1"
export IMPL_p_int_uw=7230
export IMPL_top_area_cell="edfxtp_1"
export IMPL_yosysChipArea_um2=47000
export IMPL_clkPwrFrac_pct=38.9
export IMPL_clockBufferDepth=3
export IMPL_p_seq_share_pct=51.7
export IMPL_hp_class="in2reg"
export IMPL_max_freq_mhz=120
export IMPL_crit_fanout=32
export IMPL_max_cap_violations=0
export IMPL_cts_setup_buffers=0
export IMPL_slew_limit_headroom_pct=12.8
export IMPL_syn_to_final_growth_pct=15.6
export IMPL_die_y_um=398
export IMPL_area_leaders="edfxtp_1, mux4_2, mux2i_1, a22o_1, clkbuf_1"
export IMPL_holdPathStages=2
export IMPL_cts_root_buffer="clkbuf_16"
export IMPL_die_area_um2=158000
export IMPL_synth_flops=1024
export IMPL_synthDistinctLibCells=40
export IMPL_final_instance_count_excl_fill=4689
export IMPL_floorplan_core_util_pct=30.3
export IMPL_synthTopCellsByCount="edfxtp_1, mux4_2, mux2i_1"
export IMPL_io_pins=113
export IMPL_synth_async_sr_flop_share_pct=0
export IMPL_top_register="rf"
export IMPL_grt_pass1_vias=29500
export IMPL_crit_type="in2out"
export IMPL_worstMarginPinSlew_ps=1300
export IMPL_drive_gt1_share_pct=29.3
export IMPL_antenna_found_initial=11
export IMPL_setup_viol=0
export IMPL_cts_sinks=1024
export IMPL_ant_nets=0
export IMPL_ys_seq_share_pct=65.5
export IMPL_dpl_cell_area_um2=51200
export IMPL_die_w_um=398
export IMPL_drtIter0Drc=1664
export IMPL_grt_total_usage_pct=19.8
export IMPL_synth_most_common_cell="edfxtp_1"
export IMPL_finalClockPeriodUsage_pct=84.2
export IMPL_start_kind="input port"
export IMPL_grt_pass1_wl_um=208000
export IMPL_ys_cells=2400
export IMPL_p_sw_share_pct=22.8
export IMPL_coreArea_um2=155000
export IMPL_irDropWorstVdd_v=0.000152
export IMPL_htreeDepth=3
export IMPL_wirelength_um=146000
export IMPL_top_regs="rf: 1024 flops"
export IMPL_power_density_nw_per_um2=173
export IMPL_hold_buffers=0
export IMPL_endpoint_kind="output pin"
export IMPL_routed_via_density=5.63
export IMPL_drv_slew=0
export IMPL_worstHoldEndpoint="rf[1][2]"
export IMPL_avgSynthCellArea_um2=19.6
export IMPL_arrival_ps=6360
export IMPL_edf_count=1024
cells in the final DEF (no fill, tap or decap), drive strengths merged, types with 13 or more instances in the layout:
master / n
a211oi: 47
inv: 26
o221ai: 31
a2111oi: 31
mux4: 425
buf: 156
a211o: 23
mux2: 24
and2: 13
edfxtp: 1024
a22o: 62
mux2i: 183
nand2: 65
a221oi: 23
clkinv: 46
o22ai: 55
nor3: 33
nor2: 35
clkdlybuf4s50: 105
a21oi: 46
clkbuf: 126
layout make-up:
cell class | instances | area [µm²]
fillers | 14100 | 100000
flip-flops and latches | 1024 | 30700
multi-input cells | 1150 | 15500
clock buffers | 126 | 2710
well taps | 2044 | 2560
repair buffers | 261 | 2300
clock inverters | 56 | 385
inverters | 25 | 98.8
diodes | 3 | 7.51
logic make-up after synthesis:
kind of cell | count (synthesis) | share of synthesized area [%]
DFF | 1024 | 65.5
muxes | 632 | 24.9
buffers and inverters | 226 | 2.31
AOI/OAI and AO/OA | 331 | 5.41
and+or+nand+nor | 187 | 1.94
metrics by stage:
stage               setup WS (ps)  util [%]  hold WS, ps
floorplan                    4370         -         2080
global placement             1460      33.1         2810
finish                       1560      35.1         2120
detailed placement           1700      33.1         2800
global route                 1430      35.1         2130
CTS                          1720      35.1         2080
how the worst max path moves through the flow:
stage,end,slack [ps],cells after the start
after global routing,rd2[5],1430,9
after CTS,rd2[5],1720,9
final,rd2[7],1560,9
metal layers:
metal | global-route usage [%] | share of wire [%]
met2 | 28.9 | 46
met5 | 2.30 | 0.41
met3 | 17.7 | 20
met1 | 21.2 | 32
met4 | 4.59 | 2.8
critical path, cell delays in order:
cell	delay, ps
buf_4	370
buf_4	520
or3_2	670
buf_4	520
nor3_4	50
buf_4	350
nor3_1	1110
buf_4	250
clkdlybuf4s50_1	460
power by group through the flow:
stage	Combinational [µW]	Clock (µW)	Sequential (µW)
5_1_grt	940	3850	4850
6_report	883	3640	4840
4_1_cts	884	3700	4840
Power is estimated from default activity; no workload was simulated.
