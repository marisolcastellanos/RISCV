## config.mk

```make
export PLATFORM = sky130hd
export DESIGN_NAME = dmem
export DESIGN_NICKNAME = dmem
export VERILOG_FILES = /design/flow/design.v
export SDC_FILE = /design/flow/constraint.sdc
export NUM_CORES = 4
export LEC_CHECK = 1
export CORE_UTILIZATION = 50
```

## constraint.sdc

```tcl
current_design dmem

set clk_period 32.2
set clk_io_pct 0.2

create_clock -name clk0 -period $clk_period [get_ports {clk}]

set non_clock_inputs [all_inputs -no_clocks]
set_input_delay [expr $clk_period * $clk_io_pct] -clock clk0 $non_clock_inputs
set_output_delay [expr $clk_period * $clk_io_pct] -clock clk0 [all_outputs]
```

## design.v

```verilog
module dmem(input  logic        clk, we,
            input  logic [31:0] a, wd,
            output logic [31:0] rd);
  logic [31:0] RAM[63:0];
  assign rd = RAM[a[31:2]];  
  always_ff @(posedge clk)
    if (we) RAM[a[31:2]] <= wd;
endmodule
```

## run.sh

```bash
#!/bin/bash
# OpenROAD 26Q1-2900-gdf79404cd8, Yosys 0.63+post, stock flow scripts
make -C /OpenROAD-flow-scripts/flow DESIGN_CONFIG=/design/flow/config.mk WORK_HOME=/design/flow/orfs finish
```

==> results_slide.txt <==
Key Metrics from the Run

Run status
  • Status: finished clean

Yosys
  • Most used DFF post-synth: edfxtp_1
  • EDFF count, synth: 2048
  • Async SR Flop Fraction: 0%
  • Yosys Instances: 4207
  • Yosys warning count: 1
  • Gate Count Post-Synth: 4207
  • Register area share after synthesis: 78.6%
  • Post-Syn Area: 78300 µm²
  • Yosys cell types: 55
  • Synthesized flop and latch total: 2048
  • Yosys chip area: 78300 µm²
  • Average cell area after synthesis: 18.6 µm²

Power and ir drop
  • Combinational share of power: 5.6%
  • Switching pwr: 1210 µW
  • PwrDens: 62.7 nW/µm²
  • Internal power: 4350 µW
  • Lkg Pwr: 0.0284 µW
  • VDD IR max: 0.0545 mV
  • Sequential Power Share: 53.1%
  • Clock power share: 41.3%
  • Sw frac: 21.8%

Critical path
  • Critical path depth in cells: 11
  • Buf/Inv on CP: 6
  • Most frequent CP cell: buf_4
  • Crit path capture: rd[13]
  • Top Family by Delay on Critical Path: buffers and inverters
  • Max stage delay on crit path: 0.80 ns
  • WP data required: 25.76 ns
  • Kind of end point of the critical path: output port
  • Crit path launch: a[2]
  • CP Launch Type: input pin
  • Setup Crit Path Kind: in -> out
  • Crit-path max FO: 47
  • Crit path cell chain: buf_8, buf_4, buf_4, buf_4, nand2b_2, buf_4, o22a_1, a21oi_1, or4b_1, or4_1, clkdlybuf4s50_1
  • Critical path's slowest cell: or4b_1
  • Critical path arrival: 11.82 ns

Routing
  • Drt pass-1 iters: 6
  • Total number of vias: 41602
  • Post-DRT Antenna Nets: 0
  • Drt drc: 0
  • DR iter-0 viols: 2640
  • Drt wl/cell: 32.8 µm
  • Vias per cell: 6.31
  • Final WL: 216000 µm

Die
  • Initial Util: 50.6%
  • Die Wd: 398 µm
  • Die Y: 398 µm
  • Die ar.: 158000 µm²
  • Core Region: 155000 µm²
  • Io pins: 98
  • Cell Rows: 144

STA
  • Worst-margin pin slew: 1.04 ns
  • Min Hold Slack: 5.85 ns
  • Final min period: 18.26 ns
  • Final WS setup: 13.94 ns
  • Setup TNS: 0 ns
  • Max_slew headroom: 30.0%
  • Fin crit share: 56.7%
  • RSZ-0062 raised after global routing: false
  • Setup violators final: 0
  • Max Freq: 54.8 MHz
  • Hold Vio Cnt, Final: 0
  • Final Max Slew Viols: 0

Placement
  • RD Place Congestion: 0.920
  • DP Worst Slack: 13.99 ns
  • Area after DPL: 82200 µm²
  • I/O Buffers: 71
  • DP Wirelength: 123000 µm
  • Placed cell count: 6219

Cells and area
  • Non-Filler Instances: 6588
  • Design area: 88700 µm²
  • Share of layout cells above drive strength 1: 18.5%
  • Area grow syn2layout: 13.3%
  • Number of flip-flops in the largest register: 2048

Global route
  • Remaining Overflow, GRT: 0
  • Tot GR Track Use: 31.3%
  • Initial antenna violation count: 25
  • First-pass GRT wire length: 309000 µm
  • Vias in the first global route: 43256
  • Largest net degree at the start of global routing: 98

Clocking
  • Cts repair resizes: 0
  • Worst-case clock buffer depth: 3
  • CTS tree: done
  • CTS root buffer: clkbuf_16
  • H-tree lvl count: 4
  • Worst-path clk slew: 0.06 ns
  • Setup Buffers After CTS: 0
  • Cts bufs inserted: 204
  • Hold_buf cts: 0
  • Sink Count: 2048

Flow run
  • Max Cap Viol: 0
  • Tool warnings: 52

Worst hold path
  • Hold Crit Start: wd[6]
  • Hold Crit Class: in -> reg
routing by layer:
layer | vias up | global-route usage [%] | share of wire, %
met5 | - | 0.575 | 0.10
met4 | 34 | 7.84 | 3.3
met3 | 364 | 24.1 | 18
met2 | 2522 | 42.8 | 45
met1 | 20776 | 42.2 | 33
li1 | 17906 | - | -
worst min path at each step:
stage / to / cells after the start
CTS: RAM[49][6] / 1
global route: RAM[49][6] / 1
finish: RAM[49][6] / 1
kinds of logic (layout without fill, tap and decap cells):
logic type	Yosys count	in the layout	synth area share [%]
buffers and inverters	300	635	1.70
DFF	2048	2048	78.6
muxes	502	502	8.19
and+or+nand+nor	424	424	2.83
AOI/OAI and AO/OA	933	933	8.73
other	0	2	0
final cells by class:
type,instances,area [µm²]
Fill cell,11251,66100
Sequential cell,2048,61500
Multi-Input combinational cell,1859,16100
Clock buffer,246,5280
Tap cell,2044,2560
Timing Repair Buffer,266,2040
Clock inverter,121,1190
Inverter,2,15.0
Antenna cell,2,5.00
power groups by stage:
stage | registers [µW] | clock network [µW] | logic [µW]
6_report | 2960 | 2300 | 311
5_1_grt | 2960 | 2430 | 333
4_1_cts | 2960 | 2330 | 311
metrics by stage:
step	utilization, %	total power, µW
finish	57.3	5560
global route	57.3	5720
CTS	57.3	5590
detailed placement	53.1	3320
global placement	53.1	3320
floorplan	-	3150
layout by cell type, fill, tap and decap left out, drive strengths merged, types with 5 or more instances in the layout:
master / synthesis / final
mux2: 147 / 147
nand2: 28 / 28
a221o: 15 / 15
clkinv: 0 / 94
clkbuf: 169 / 246
mux4: 96 / 96
or4b: 14 / 14
a222oi: 16 / 16
and3: 85 / 85
bufinv: 0 / 17
clkdlybuf4s50: 0 / 36
nor3: 22 / 22
a22o: 66 / 66
a21oi: 121 / 121
o22a: 70 / 70
edfxtp: 2048 / 2048
nor4: 14 / 14
nor2b: 8 / 8
o21ai: 85 / 85
or4: 15 / 15
nand3: 54 / 54
inv: 2 / 8
a221oi: 175 / 175
o2bb2ai: 15 / 15
o221ai: 6 / 6
and2: 5 / 5
nor2: 145 / 145
mux2i: 259 / 259
a22oi: 188 / 188
buf: 129 / 230
a2111oi: 15 / 15
a211oi: 17 / 17
nand2b: 18 / 18
a31oi: 43 / 43
o22ai: 93 / 93
cells in the mapped netlist (all sizes together), types with 54 or more instances:
master | number | area share, %
nor2 | 145 | 0.70
o21ai | 85 | 0.54
buf | 129 | 0.87
a21oi | 121 | 0.77
o22ai | 93 | 0.74
edfxtp | 2048 | 79
mux4 | 96 | 2.8
mux2 | 147 | 2.1
o22a | 70 | 0.78
a221oi | 175 | 2.0
mux2i | 259 | 3.3
and3 | 85 | 0.68
clkbuf | 169 | 0.82
a22o | 66 | 0.74
nand3 | 54 | 0.35
a22oi | 188 | 1.8
No activity file was given, so power comes from the tool's default toggle rates.
